### design.v
module debounce
#(
    parameter COUNTER_TICKS = 675_000  
)
(
    input wire clk,
    input wire d,
    output reg q,
    output reg q_fall
);
    initial begin q = 0; q_fall = 0; end
    wire d_sync;
    sync sync(clk, d, d_sync);
    localparam COUNTER_BITS = $clog2(COUNTER_TICKS);
    reg [COUNTER_BITS-1:0] counter = 0;
    always @(posedge clk) begin
        counter <= 0;
        q_fall <= 0;
        if (counter == COUNTER_TICKS) begin
            q <= d_sync;
            q_fall <= q & ~d_sync;
        end else if (q != d_sync) counter <= counter + 1'b1;
    end
endmodule
module sync(
    input wire clk,
    input wire d,
    output reg q);
    reg d_pipe;
    always @(posedge clk)
        {q, d_pipe} <= {d_pipe, d};
endmodule
### run.sh
#!/bin/bash
# OpenROAD 26Q1-2900-gdf79404cd8, Yosys 0.63+post, stock flow scripts
make -C /OpenROAD-flow-scripts/flow DESIGN_CONFIG=/design/flow/config.mk WORK_HOME=/design/flow/orfs finish
### config.mk
export PLATFORM = sky130hd
export DESIGN_NAME = debounce
export DESIGN_NICKNAME = debounce
export VERILOG_FILES = /design/flow/design.v
export SDC_FILE = /design/flow/constraint.sdc
export NUM_CORES = 4
export LEC_CHECK = 1
export CORE_AREA = 10 10 91 91
export DIE_AREA = 0 0 101 101
### constraint.sdc
current_design debounce

set clk_period 2.6
set clk_io_pct 0.2

create_clock -name clk0 -period $clk_period [get_ports {clk}]

set non_clock_inputs [all_inputs -no_clocks]
set_input_delay [expr $clk_period * $clk_io_pct] -clock clk0 $non_clock_inputs
set_output_delay [expr $clk_period * $clk_io_pct] -clock clk0 [all_outputs]
==> out/metrics.cfg <==
[outcome]
status = finished, final reports clean

[logic_synthesis]
syn_inst = 115
ys_top_logic_family = simple AND/OR/NAND/NOR gates
synth.cell_area_sq_mm = 0.00106
ys_warn_count = 2
ys_seq_share = 0.462
netlist.area_leader.share = 0.433
yosysUniqueCellTypes = 23
mux_area_frac = 0.0188
yosys.area.top_type = dfxtp_1
synthTopCellsByArea = dfxtp_1 (43%), xnor2_1 (11%), nor2_1 (8.8%)
synthXorXnorAreaFrac = 0.124
synth-adder-area-share = 0.0353
ys_sh_simple = 0.302
synth-compound-area-share = 0.0271
synth.avg_cell_area_sq_um = 9.24
yosys-stat-cells = 115
ys.flops = 24
ys_chip_area_sq_mm = 0.00106

[die]
num_io_pins = 4
die_h_um = 101
die_x_um = 101
rows = 29
core_area_sq_mm = 0.00635
die_area_sq_mm = 0.0102
initial_core_util = 0.167

[placement]
hpwlAfterDp_um = 1330
dp_slack_ps = 724
port-buffer-count = 3
gp_congestion = 0.829
dp_cells = 194
dpl_cell_area_sq_mm = 0.00118

[worst_hold_path]
min_from = sync.d_pipe
hp-class = flip-flop to flip-flop
min_path_cells = 0
min_to = sync.q

[cts]
cts.path.max_buffers = 2
postCtsSetupBuffers = 0
cts_root_buf = clkbuf_8
cts_resized = 0
clock_latency_ps = 260
cts_made_buffers = 3
cts.clk_slew.worst_paths_ps = 80
htreeDepth = 1
clock-sinks = 24
cts_hold_buf = 0
cts_tree = yes

[worst_setup_path]
r2r_cells = 4
cp-start-kind = flip-flop
cp.required_ps = 2740
crit_fanout = 16
r2r_start = counter[16]
path_class = flip-flop to flip-flop
reg2reg_slack_ps = 720
r2r-end = counter[16]
cp-end-kind = flip-flop
arrival_ps = 2020

[global_routing]
met2_usage = 0.0536
antenna_found_initial = 0
grt_max_degree = 17
use_met1 = 0.0567
grt_usage = 0.0374
grt_pass1_vias = 722
gr-usage-met3 = 0.0125
grt_pass1_wl_um = 3260
grt_overflow = 0
grt_busiest_layer = met1

[flow_run]
tool_warnings = 26
cap_violations = 0

[sta]
final.setup.tns_ps = 0
period_used_share = 0.722
tightest_slew_ps = 408
finalSetupViolCount = 0
slew_headroom = 0.727
fin_worst_skew_ps = 1.36
rsz0062_at_grt = false
fin_hold_ws_ps = 332
fmax_mhz = 533
finalHoldViolCount = 0
period_minus_slack_ps = 1880
slew_violations = 0
setup_ws_ps = 724

[route]
finalWirelength_um = 1800
avgRoutedWirePerCell_um = 9.10
num_vias = 794
ant_nets = 0
vias_per_cell = 4.01
antenna_cells = 0
drc_errors = 0
drt_iter0_markers = 26
dr.pass1.iters = 4

[power_and_ir_drop]
power_mw = 0.648
internal-power_mw = 0.519
netSwitchingPower_mw = 0.129
vdd_ir_drop_max_mv = 0.259
switching_share = 0.199
pwr_density_cell_mw_per_mm2 = 525
clock_power_share = 0.384
p_leak_nw = 0.380
power_frac_seq = 0.588
power_frac_comb = 0.029

[finish]
drive_gt1_frac = 0.0579
area_growth_pct = 16.0
fillers = 690
stdcell_count = 198
fin_util = 0.194
post-route-cell-area_sq_mm = 0.00123

[layer usage]
layer / wire, um / up-vias
met5: 0 / -
met4: 0 / 0
met3: 83 / 0
met2: 766 / 11
met1: 951 / 371
li1: - / 412
[registers in the layout, indices dropped and copies added, names as in the netlist]
| name | flops |
|---|---|
| q_fall | 1 |
| sync.d_pipe | 1 |
| q | 1 |
| counter | 20 |
| sync.q | 1 |
[worst max-delay path by stage]
stage                from           to  slack, ps
CTS           counter[16]  counter[16]        710
global route  counter[16]   counter[3]        620
finish        counter[16]  counter[16]        720
[critical path, stage by stage, from the launching register on]
cell and delay (ps):
dfxtp_1 360, or3_1 370, or4_4 540, o21bai_4 390, nor2_1 100
[cell families (layout without fill, tap and decap cells)]
group,count (synthesis),in the layout
AOI/OAI and AO/OA,3,3
DFF,24,24
adders and majority gates,3,3
muxes,2,2
and+or+nand+nor,61,61
buffers and inverters,7,13
xor gates and xnor gates,15,15
[cells in the mapped netlist]
cell	instances
nand4_1	5
inv_1	6
and3_1	2
dfxtp_1	23
xnor2_1	13
or3_1	1
and2_1	1
edfxtp_1	1
or4_4	1
nand3_1	8
ha_1	3
a21oi_1	2
mux2i_1	2
nand2_1	4
nor2_1	25
nor4_4	1
nor4_1	6
xor2_1	2
o21bai_4	1
nand4b_1	1
nor3_1	5
buf_6	1
nand4bb_1	1
[area by class of cell]
cell class / count / area [sq um] / area share
inverter: 6 / 22.5 / 0.0183
tap: 77 / 96.3 / 0.0782
timing repair buffer: 3 / 30.0 / 0.0244
multi-input combinational: 84 / 538 / 0.437
sequential: 24 / 490 / 0.398
clock buffer: 4 / 55.1 / 0.0447
[power by group through the flow]
stage                 combinational (mW)  sequential [mW]  clock (mW)
after CTS                         0.0188            0.381       0.259
after global routing              0.0206            0.382       0.272
final                             0.0186            0.381       0.248
[placed cells by master, fill, tap and decap left out, drive strengths merged, types with 2 or more instances in the layout]
cell type / Yosys / layout
ha: 3 / 3
nand3: 8 / 8
inv: 6 / 6
mux2i: 2 / 2
a21oi: 2 / 2
nand2: 4 / 4
xnor2: 13 / 13
nor2: 25 / 25
nand4: 5 / 5
clkbuf: 0 / 4
nor4: 7 / 7
dfxtp: 23 / 23
xor2: 2 / 2
and3: 2 / 2
nor3: 5 / 5
clkdlybuf4s50: 0 / 3
