==> /design/flow/design.v <==
module gb_display(
    input wire tclk, dclk, rst,
    input wire ppu_vs, ppu_hs, ppu_de,
    input wire [1:0] ppu_color,
    output logic vs, hs, de,
    output logic [4:0] r, b,
    output logic [5:0] g
);
    wire [9:0] vga_x, vga_y, ppu_x, ppu_y;
    ppu_timer ppu_time (
        .clk(tclk),
        .rst(rst),
        .vs(ppu_vs),
        .hs(ppu_hs),
        .de(ppu_de),
        .x(ppu_x),
        .y(ppu_y)
    );
    vga_timer vga_time (
        .clk(dclk),
        .rst(rst),
        .vs(vs),
        .hs(hs),
        .de(de),
        .x(vga_x),
        .y(vga_y)
    );
    wire [14:0] ppu_addr_write, vga_addr_read;
    wire ppu_addr_valid, vga_addr_valid;
    fb_addr_encoder ppu_addr_enc (
        .x(ppu_x),
        .y(ppu_y),
        .valid(ppu_addr_valid),
        .addr(ppu_addr_write)
    );
    fb_addr_encoder vga_addr_enc (
        .x(vga_x >> 1),
        .y(vga_y >> 1),
        .valid(vga_addr_valid),
        .addr(vga_addr_read)
    );
    wire [1:0] fb_out;
    wire [1:0] any = 2'bx;
    dpb_fbram fb (
        .douta(any),
        .doutb(fb_out),
        .clka(tclk),
        .ocea(1'b0),
        .cea(1'b1),
        .reseta(~rst),
        .wrea(ppu_de),
        .clkb(dclk),
        .oceb(1'b0),
        .ceb(1'b1),
        .resetb(~rst),
        .wreb(1'b0),
        .ada(ppu_addr_write),
        .dina(ppu_color),
        .adb(vga_addr_read),
        .dinb(any)
    );
    localparam C00 = 24'h0f380f;
    localparam C01 = 24'h306230;
    localparam C10 = 24'h8bac0f;
    localparam C11 = 24'h9bbc0f;
    reg [15:0] vga_color;
    always_comb case (~fb_out)
        2'b00: vga_color = {C00[23-:5], C00[15-:6], C00[7-:5]};
        2'b01: vga_color = {C01[23-:5], C01[15-:6], C01[7-:5]};
        2'b10: vga_color = {C10[23-:5], C10[15-:6], C10[7-:5]};
        2'b11: vga_color = {C11[23-:5], C11[15-:6], C11[7-:5]};
    endcase
    assign {r, g, b} = vga_addr_valid ? vga_color : 16'b0;
endmodule
module ppu_timer (
    input wire clk, rst, vs, hs, de,
    output logic [9:0] x, y
);
    reg delta;
    always_ff @(posedge clk or negedge rst)
        if (~rst || vs) begin x <= 0; y <= 0; delta <= 0; end
        else if (hs) begin x <= 0; y <= y + delta; delta <= 0; end
        else if (de) begin x <= x + 1'b1; delta <= 1'b1; end
endmodule
module fb_addr_encoder(
    input wire [9:0] x, y,
    output logic valid,
    output logic [14:0] addr
);
    localparam WIDTH = 10'd160, HEIGHT = 10'd144;
    assign valid = x < WIDTH && y < HEIGHT;
    assign addr = y * WIDTH + x;
endmodule
typedef enum logic [1:0] {
    S_SYNC, S_FP, S_ACTIVE, S_BP
} state_t;
module tracker (
    input wire clk, ce, rst,
    output logic start, sync, active,
    output logic [9:0] pos
);
    parameter T_SYNC = 16'd0, T_FP = 16'd0, T_ACTIVE = 16'd0, T_BP = 16'd0;
    state_t curr;
    reg [9:0] dur;
    always_comb begin
        sync = 1; active = 0; start = 0;
        case (curr)
            S_SYNC: begin dur = T_SYNC - 1'b1; sync = 0; start = ~|pos; end
            S_FP: dur = T_FP - 1'b1;
            S_ACTIVE: begin dur = T_ACTIVE - 1'b1; active = 1; end
            S_BP: dur = T_BP - 1'b1;
        endcase
    end
    always_ff @(posedge clk or negedge rst)
        if (~rst) begin curr <= S_BP; pos <= 10'd0; end
        else if (ce) begin
            if (dur == pos) begin curr <= state_t'(curr + 1'b1); pos <= 10'd0; end
            else pos <= pos + 10'd1;
        end
endmodule
module vga_timer (
    input wire clk, rst,
    output logic hs, vs, de,
    output logic [9:0] x, y
);
    parameter H_ACTIVE = 16'd800; 
    parameter H_BP = 16'd40;      
    parameter H_SYNC = 16'd128;   
    parameter H_FP = 16'd88;      
    parameter V_ACTIVE = 16'd480; 
    parameter V_BP = 16'd1;     
    parameter V_SYNC = 16'd3;    
    parameter V_FP = 16'd21;    
    reg h_start, h_active;
    tracker #(.T_SYNC(H_SYNC), .T_FP(H_FP), .T_ACTIVE(H_ACTIVE), .T_BP(H_BP)) h_tracker (
        .clk(clk), .ce(1'b1), .rst(rst),
        .start(h_start), .sync(hs), .active(h_active),
        .pos(x)
    );
    reg v_active;
    tracker #(.T_SYNC(V_SYNC), .T_FP(V_FP), .T_ACTIVE(V_ACTIVE), .T_BP(V_BP)) v_tracker (
        .clk(clk), .ce(h_start), .rst(rst),
        .sync(vs), .active(v_active),
        .pos(y)
    );
    assign de = h_active & v_active;
endmodule
==> /design/flow/run.sh <==
#!/bin/bash
# OpenROAD 26Q1-2900-gdf79404cd8, Yosys 0.63+post, stock flow scripts
make -C /OpenROAD-flow-scripts/flow DESIGN_CONFIG=/design/flow/config.mk WORK_HOME=/design/flow/orfs finish
==> /design/flow/config.mk <==
export PLATFORM = sky130hd
export DESIGN_NAME = fb_addr_encoder
export DESIGN_NICKNAME = fb_addr_encoder
export VERILOG_FILES = /design/flow/design.v
export SDC_FILE = /design/flow/constraint.sdc
export NUM_CORES = 4
export LEC_CHECK = 1
export CORE_AREA = 10 10 70 70
export DIE_AREA = 0 0 80 80
==> /design/flow/constraint.sdc <==
current_design fb_addr_encoder

set clk_period 4.9
set clk_io_pct 0.2

create_clock -name clk0 -period $clk_period

set non_clock_inputs [all_inputs -no_clocks]
set_input_delay [expr $clk_period * $clk_io_pct] -clock clk0 $non_clock_inputs
set_output_delay [expr $clk_period * $clk_io_pct] -clock clk0 [all_outputs]
==> impl_metrics.json <==
{
  "final_util_pct": 30.84,
  "cp-start-kind": "primary input",
  "hp-class": "primary input to output pin",
  "vias_per_cell": 4.135,
  "switchingPower_uw": 77.79,
  "worstSetupStartpoint": "y[1]",
  "criticalPathCategory": "primary input to output pin",
  "p_leak_nw": 0.4712,
  "fp-utilization_pct": 20.11,
  "synth_warnings": 0,
  "maxCapViolations": 0,
  "placed_cells": 156,
  "drtIter0Drc": 12,
  "dpl.hpwl_um": 1549,
  "topCellsByArea": "ha_1, xnor2_1, fa_1, buf_4, xor2_1",
  "clockPowerShare_pct": 0,
  "postRouteAntennaNets": 0,
  "power.density_nw_per_um2": 189.7,
  "warning_count": 32,
  "slew_headroom_pct": 78.16,
  "ys_seq_share_pct": 0,
  "instances_no_fill": 156,
  "die_h_um": 80,
  "antenna_found_initial": 0,
  "die_w_um": 80,
  "period_minus_slack_ps": 4799,
  "grt_pass1_vias": 635,
  "hold_viol": 0,
  "worst_pin_slew_ps": 325.3,
  "ys_cells": 82,
  "grt_overflow": 0,
  "n_clock_buffer": 0,
  "combPwrFrac_pct": 100.0,
  "yosysMostFrequentCell": "ha_1",
  "top_area_cell": "ha_1",
  "die_area_um2": 6400,
  "regArea_um2": 0,
  "antenna_cells": 0,
  "finalCritPeriodShare_pct": 97.93,
  "grt_pass1_wl_um": 2884,
  "hold_start": "x[1]",
  "place.gp.congestion": 0.7904,
  "ys_types": 27,
  "peakVddDrop_v": 0.0001098,
  "coreArea_um2": 3416,
  "routedWlPerCell_um": 11.49,
  "syn_to_final_growth_pct": 53.37,
  "cp_max_fo": 4,
  "slew_viol_final": 0,
  "numPortBuffers": 26,
  "endpoint_kind": "output pin",
  "setup_viol": 0,
  "flops": 0,
  "p_int_uw": 122.0,
  "drive_gt1_share_pct": 18.18,
  "grt_max_degree": 7,
  "design.portCount": 36,
  "grt_usage_pct": 5.387,
  "syn_area_um2": 686.9,
  "drtPass1Iterations": 4,
  "seqPwrFrac_pct": 0,
  "required_ps": 3920,
  "yosysChipArea_um2": 686.9,
  "status": "finished, final reports clean",
  "critical_path_arrival_ps": 3820,
  "fmax_mhz": 208.4,
  "wl_um": 1793,
  "switching_share_pct": 38.93,
  "rows": 21,
  "drc": 0,
  "hold_buffers": 0,
  "vias": 645,
  "synth_area_per_cell_um2": 8.377,
  "yosysTopAreaCellShare_pct": 32.79,
  "top_cells_by_count": "ha_1, xnor2_1, inv_1, nor2_1",
  "syn_inst": 82
}
final timing paths:
kind,to,slack (ps),depth (start not counted)
max,addr[14],100,10
min,addr[1],1960,0
timing repair:
| action | in CTS | in global routing |
|---|---|---|
| endpoints found under the setup margin | 3 | 3 |
| gates resized | 3 | 6 |
| pin swaps | 0 | 3 |
| buffers inserted | 0 | 0 |
| endpoints found under the hold margin | 0 | 0 |
critical path: stages:
cell and delay, ps:
clkdlybuf4s50_1 430, ha_1 300, ha_1 230, fa_2 420
ha_1 340, nand4_1 140, a21boi_2 200, nand4_2 140
xnor2_2 170, clkdlybuf4s50_1 490
logic make-up after synthesis:
kind of cell             after synthesis  share of synthesized area, %
XOR/XNOR                              13                         16.58
AND-OR/OR-AND                         22                         22.22
AND/OR/NAND/NOR                       16                         13.84
buffers and inverters                 11                         8.744
adder cells (fa/ha/maj)               20                         38.62
power groups by stage:
stage | Clock (mW) | Combinational (mW) | Sequential [mW]
after global routing | 0 | 0.226 | 0
final | 0 | 0.200 | 0
after CTS | 0 | 0.195 | 0
per-stage QoR:
| step | hold WS, ps | cell area [um2] | setup WS [ps] | setup TNS, ps | power [mW] |
|---|---|---|---|---|---|
| final | 1960 | 1054 | 101.2 | 0 | 0.1998 |
| after global routing | 1960 | 1054 | -3.507 | -3.507 | 0.2263 |
| after CTS | 1960 | 1023 | 28.09 | 0 | 0.1952 |
| after detailed placement | 1960 | 1020 | -47.00 | -47.00 | 0.1905 |
| after global placement | 1960 | 1020 | 5.919 | 0 | 0.1920 |
| after floorplan | 2026 | 686.9 | 1080 | 0 | 0.09132 |
layout by cell type (no fill, tap or decap), drive strengths merged, types with 2 or more instances in the layout:
| master | Yosys | final |
|---|---|---|
| ha | 18 | 18 |
| a211oi | 2 | 2 |
| a21boi | 2 | 2 |
| inv | 6 | 6 |
| o2111ai | 2 | 2 |
| o21ai | 6 | 6 |
| nand4 | 2 | 2 |
| buf | 5 | 7 |
| xor2 | 3 | 3 |
| fa | 2 | 2 |
| clkdlybuf4s50 | 0 | 26 |
| xnor2 | 10 | 10 |
| nor2 | 6 | 6 |
| nand2 | 3 | 3 |
| a21o | 3 | 3 |
| a21oi | 5 | 5 |
layout make-up:
class	count	area (um2)
fillers	362	2362
multi-input cells	71	660.6
repair buffers	33	312.8
well taps	46	57.56
inverters	6	22.52
per-layer routing:
layer  up-vias  global-route usage [%]  share of wire [%]  wire, um
li1        352                       -                  -         -
met1       275                   7.412                 48       868
met2        18                   8.347                 39       708
met3         0                   1.932                 12       217
met4         0                       0                  0         0
met5         -                       0                  0         0
Power figures rest on the tool's default switching activity, not on a simulated workload.
